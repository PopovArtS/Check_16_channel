<file path="./run.sh">
#!/bin/bash
# OpenROAD 26Q1-2900-gdf79404cd8, Yosys 0.63+post, stock flow scripts
make -C /OpenROAD-flow-scripts/flow DESIGN_CONFIG=/design/flow/config.mk WORK_HOME=/design/flow/orfs finish
</file>
<file path="./config.mk">
export PLATFORM = sky130hd
export DESIGN_NAME = SIGNAL_GENERATOR_ANALYZER
export DESIGN_NICKNAME = SIGNAL_GENERATOR_ANALYZER
export VERILOG_FILES = /design/flow/design.v
export SDC_FILE = /design/flow/constraint.sdc
export NUM_CORES = 4
export LEC_CHECK = 1
export CORE_UTILIZATION = 50
</file>
<file path="./constraint.sdc">
current_design SIGNAL_GENERATOR_ANALYZER

set clk_period 9.2
set clk_io_pct 0.2

create_clock -name clk0 -period $clk_period [get_ports {CLK_100MHz}]

set non_clock_inputs [all_inputs -no_clocks]
set_input_delay [expr $clk_period * $clk_io_pct] -clock clk0 $non_clock_inputs
set_output_delay [expr $clk_period * $clk_io_pct] -clock clk0 [all_outputs]
</file>
<file path="./design.v">
module SIGNAL_GENERATOR_ANALYZER
(
	input CLK_100MHz,
	input CLK_25MHz,
	output [15:0] MUAFR_MOSI_P,
	output [15:0] MUAFR_MOSI_N,
	input  logic [15:0] MUAFR_MISO_P,
	input  logic [15:0] MUAFR_MISO_N,
	input enable_generate,
	output [15:0] status_wire,
	output [15:0] status_gen
);
assign status_gen [15: 0] = status_gen_P [15: 0] & status_gen_N [15: 0];
assign kz = kz_N & kz_P;
localparam cnt_ETALON_WIRE_min = 48;
localparam cnt_ETALON_WIRE_max = 51;
localparam cnt_ETALON_GEN_min = 20;
localparam cnt_ETALON_GEN_max = 250;
localparam cnt_TRUE_SIGNAL_max = 120;
localparam cnt_TRUE_SIGNAL_min = 50;
assign MUAFR_MOSI_N [15: 0]  = ~ MUAFR_MOSI_P [15: 0];
localparam ITERATION = 102;
localparam FORM_MISO = 4'b1100;
logic [2: 0] prev_flag_signal_P;
logic [15: 0] status_gen_P;
logic [15: 0] status_gen_N;
logic [7: 0] cnt_kz_signal_P = 0;
logic [7: 0] cnt_kz_signal_N = 0;
logic kz;
logic kz_P;
logic kz_N;
logic [15: 0] fail = 16'hFFFF;
logic [3: 0] j;
logic flag_signal_P = 1;
logic [9: 0] cnt_true_channel [15: 0];
logic [9: 0] cnt_status_true; 
wire [8:0] test_cnt_1 [15: 0];
wire [8:0] test_cnt_0 [15: 0];
genvar i;
generate
	for (i = 0; i < 16; i = i + 1) 
	begin : generator
		SIGNAL_GENERATOR_ANALYZER_ONE_WIRE signal_generator_analyzer_one_wire
		(
			.CLK_100MHz(CLK_100MHz),
			.enable_generate(enable_generate),
			.MUAFR_MISO_P(MUAFR_MISO_P[i]),
			.MUAFR_MISO_N(MUAFR_MISO_N[i]),
			.test_cnt_1(test_cnt_1[i]),
			.test_cnt_0(test_cnt_0[i])
		);
	always @(posedge CLK_100MHz)
	if (enable_generate == 0)	
		if ((test_cnt_1 [i] > cnt_ETALON_GEN_min - 1) & (test_cnt_1 [i] < cnt_ETALON_GEN_max + 1))
			status_gen_P [i] <= 1; 
		else
			status_gen_P [i] <= 0;
	always @(posedge CLK_100MHz)
	if (enable_generate == 0)
		if ((test_cnt_0 [i] > cnt_ETALON_GEN_min - 1) & (test_cnt_0 [i] < cnt_ETALON_GEN_max + 1))
			status_gen_N [i] <= 1; 
		else
			status_gen_N [i] <= 0;
	end
endgenerate
always @(posedge CLK_100MHz)
begin
	if (enable_generate == 1)
	begin
		if (flag_signal_P == 1)		 
		begin
			if (prev_flag_signal_P [0] != flag_signal_P)
			begin
				MUAFR_MOSI_P [15: 0] <= 16'h0;
			end else
			begin
				MUAFR_MOSI_P [j] <= (enable_generate == 1) ? ( ((cnt_status_true  < (ITERATION - 6)) & (cnt_status_true >= 0)) ? 1 : 0) : 1'bz;  
			end
		end	else                                                                                                                                      
		begin 
			if (prev_flag_signal_P [0] != flag_signal_P)
			begin
				MUAFR_MOSI_P [15: 0] <= 16'hFFFF;
			end else
			begin			
				MUAFR_MOSI_P [j] <= (enable_generate == 1) ? ( ((cnt_status_true  < (ITERATION - 6)) & (cnt_status_true >= 0)) ? 0 : 1) : 1'bz;  
			end
		end
		prev_flag_signal_P [2] <= prev_flag_signal_P [1];
		prev_flag_signal_P [1] <= prev_flag_signal_P [0];
		prev_flag_signal_P [0] <= flag_signal_P;
		if (cnt_status_true  == (ITERATION - 3))  
		begin
			j <= j + 1;
			cnt_status_true <= 0;
			if (j == 15)
				flag_signal_P <= flag_signal_P + 1;
			if (fail[j] == 0)
				status_wire [j] <= 1; 
			else
				status_wire [j] <= 0;
		end else		
			cnt_status_true <= cnt_status_true + 1;
		if ((cnt_status_true  == (ITERATION - 4)) & (flag_signal_P == 0))  
			if ((cnt_true_channel [j] > (ITERATION >> 1)) & (cnt_true_channel [j] < (ITERATION << 1)) & (kz == 1))  
				fail[j] <= 0;
			else 
				fail[j] <= 1;
		if ((cnt_status_true  > (ITERATION - 7)) & (flag_signal_P == 0))  
			if (cnt_kz_signal_P > (ITERATION - 15))						
				kz_P <= 1;
			else
				kz_P <= 0;
		if ((cnt_status_true  > (ITERATION - 7)) & (flag_signal_P == 0))	 
			if (cnt_kz_signal_N > (ITERATION - 15))						
				kz_N <= 1;
			else
				kz_N <= 0;
		if (cnt_status_true  == (ITERATION - 4))  
			cnt_true_channel [j] <= 0;
		else	
			if ((MUAFR_MISO_P [j] == flag_signal_P) & (MUAFR_MISO_N [j] != flag_signal_P)) 
				cnt_true_channel [j] <= cnt_true_channel [j] + 1;
		if (cnt_status_true  == (ITERATION - 4))  
			cnt_kz_signal_P <= 0;
		else	
			if (((MUAFR_MISO_P [0] == MUAFR_MISO_P [j]) + (MUAFR_MISO_P [1] == MUAFR_MISO_P [j]) + (MUAFR_MISO_P [2] == MUAFR_MISO_P [j]) + (MUAFR_MISO_P [3] == MUAFR_MISO_P [j]) + (MUAFR_MISO_P [4] == MUAFR_MISO_P [j]) + (MUAFR_MISO_P [5] == MUAFR_MISO_P [j]) + (MUAFR_MISO_P [6] == MUAFR_MISO_P [j]) + (MUAFR_MISO_P [7] == MUAFR_MISO_P [j]) + (MUAFR_MISO_P [8] == MUAFR_MISO_P [j]) + (MUAFR_MISO_P [9] == MUAFR_MISO_P [j]) + (MUAFR_MISO_P [10] == MUAFR_MISO_P [j]) + (MUAFR_MISO_P [11] == MUAFR_MISO_P [j]) + (MUAFR_MISO_P [12] == MUAFR_MISO_P [j]) + (MUAFR_MISO_P [13] == MUAFR_MISO_P [j])) == 1)  
				cnt_kz_signal_P <= cnt_kz_signal_P + 1;
		if (cnt_status_true  == (ITERATION - 3)) 
			cnt_kz_signal_N <= 0;
		else	
			if (((MUAFR_MISO_N [0] == MUAFR_MISO_N [j]) + (MUAFR_MISO_N [1] == MUAFR_MISO_N [j]) + (MUAFR_MISO_N [2] == MUAFR_MISO_N [j]) + (MUAFR_MISO_N [3] == MUAFR_MISO_N [j]) + (MUAFR_MISO_N [4] == MUAFR_MISO_N [j]) + (MUAFR_MISO_N [5] == MUAFR_MISO_N [j]) + (MUAFR_MISO_N [6] == MUAFR_MISO_N [j]) + (MUAFR_MISO_N [7] == MUAFR_MISO_N [j]) + (MUAFR_MISO_N [8] == MUAFR_MISO_N [j]) + (MUAFR_MISO_N [9] == MUAFR_MISO_N [j]) + (MUAFR_MISO_N [10] == MUAFR_MISO_N [j]) + (MUAFR_MISO_N [11] == MUAFR_MISO_N [j]) + (MUAFR_MISO_N [12] == MUAFR_MISO_N [j]) + (MUAFR_MISO_N [13] == MUAFR_MISO_N [j])) > 13)  
				cnt_kz_signal_N <= cnt_kz_signal_N + 1;		
		end else
		begin	
			j <= 0; 
			cnt_true_channel [j] <= 0;
			cnt_status_true <= 0;
			flag_signal_P <= 0;
			MUAFR_MOSI_P <= 16'h0;  
		end
end
endmodule
module SIGNAL_GENERATOR_ANALYZER_ONE_WIRE
(
	input CLK_100MHz,
	input  	MUAFR_MISO_P,
	input  	MUAFR_MISO_N,
	input 	enable_generate,	
	input	flag_signal_P,
	output [11: 0] test_cnt_1,
	output [11: 0] test_cnt_0
);
localparam ITERATION = 1004; 
localparam FORM_IZP_TI = 8'b00001111;
localparam REFRESH = 104;  
logic [3: 0] prev_MUAFR_MISO_P;
logic [3: 0] prev_MUAFR_MISO_N;
logic flag_write = 0;
always @(posedge CLK_100MHz)
begin
	prev_MUAFR_MISO_P[3] <= prev_MUAFR_MISO_P[2];
	prev_MUAFR_MISO_P[2] <= prev_MUAFR_MISO_P[1];
	prev_MUAFR_MISO_P[1] <= prev_MUAFR_MISO_P[0];
	prev_MUAFR_MISO_P[0] <= MUAFR_MISO_P;
	prev_MUAFR_MISO_N[3] <= prev_MUAFR_MISO_N[2];
	prev_MUAFR_MISO_N[2] <= prev_MUAFR_MISO_N[1];
	prev_MUAFR_MISO_N[1] <= prev_MUAFR_MISO_N[0];
	prev_MUAFR_MISO_N[0] <= MUAFR_MISO_N;
end
logic [3: 0] cnt_sbros = 0;
logic [5: 0] cnt_ref = 0;
logic flag_clear = 0;
logic [15: 0] cnt_analyzer = 0;
logic [11: 0] cnt_skew_P = 0;
logic [11: 0] cnt_skew_N = 0;
always @(posedge CLK_100MHz)
begin
	if (enable_generate == 0)
		begin
			if ((~prev_MUAFR_MISO_P[2] & MUAFR_MISO_P) | (prev_MUAFR_MISO_P[2] & ~MUAFR_MISO_P))
				cnt_skew_P <= cnt_skew_P + 1;
			if ((~prev_MUAFR_MISO_N[2] & MUAFR_MISO_N) | (prev_MUAFR_MISO_N[2] & ~MUAFR_MISO_N))
				cnt_skew_N <= cnt_skew_N + 1;
			if (cnt_analyzer == (ITERATION - 2))
			begin
				cnt_skew_N <= 0;
				cnt_skew_P <= 0;
				test_cnt_1 <= cnt_skew_P;
				test_cnt_0 <= cnt_skew_N;
			end	
			if (cnt_analyzer == ITERATION)
				cnt_analyzer <= 0;
			else
				cnt_analyzer <= cnt_analyzer + 1;
		end else
		begin
			cnt_skew_P <= 0;
			cnt_skew_N <= 0;
			cnt_analyzer <= 0;		
		end
end		
endmodule
</file>
==> Table 3: Implementation characteristics <==
Implementation parameters

Parameter                              Value

Timing
  Worst clock skew    0.01684 ns
  Count of endpoints failing hold in the final timing report    0
  Fmax    around 130 MHz
  Time the final worst path needs with I/O delays and setup    7.637 ns
  Number of max-slew violations in the final report    0
  Final number of setup-violating endpoints    0
  Fin worst setup slack    1.563 ns
  Unrepaired setup endpoints after global routing    no
  Slew @ Worst Pin    approximately 0.90 ns
  Summed negative setup slack over all endpoints    0 ns
  Headroom to the max-slew limit    0.3978
  Share of the cycle needed by the critical path after routing    0.8301

Pwr
  Leakage power figure    19.56 nW
  VDD IR max    roughly 0.15 mV
  Power per standard cell area    between 200 and 250 nW/um^2
  Power share of the sequential group    0.505
  Internal power component    0.009075 W
  Clock network fraction of design power    0.446
  Power share of the combinational group    0.049
  Sw Share    0.2103
  Sw Pwr    approximately 0.0024 W

GRT
  Number of global-route vias before repair    roughly 27k
  Overall routing resource usage    0.1963
  GR Overflow Total    0
  Pin count of the biggest net entering global routing    66
  First-pass GRT wire length    141000 um
  Initial antenna violation count    3

CTS
  Number of hold buffers added after CTS    0
  Clock tree from TritonCTS    done
  Clk latency late pin    0.69 ns
  Post-cts sizing count    0
  H-tree depth reported by CTS    3
  Post-CTS Setup Inserts    0
  Num Clock Sinks    1206
  Number of buffers created by CTS    121
  Maximum root-to-sink buffer count    3
  Clock transition time at the flip-flop clock pins of the worst setup and hold paths    0.06 ns
  Clock Root Buffer    sky130_fd_sc_hd__clkbuf_16

Floorplanning
  Core area    93610 um^2
  Initial Util    0.5067
  Total Die Area    96110 um^2
  Number of top-level pins    about 99
  Floorplan die height    310.0 um
  Site row count    112
  Die boundary width    310.0 um

Setup path
  Most Frequent Cell on Critical Path    sky130_fd_sc_hd__fa_1
  Worst path required time    9.51 ns
  Setup crit start kind    input port
  Data arrival time of the worst path    7.95 ns
  Ordered cell list for the critical path    clkdlybuf4s50_1, mux4_2, a22oi_1, nand2_1, xnor2_1, ha_1, inv_1, fa_1, fa_1, inv_1, fa_1, ha_1, inv_1, fa_1, a2111oi_0, a21oi_1, or3_1, a21oi_1
  CP max stage cell    sky130_fd_sc_hd__clkdlybuf4s50_1
  Largest fanout of any net on the critical path    16
  Largest stage delay on the critical path    roughly 0.67 ns
  CP endpoint kind    flip-flop
  Critical path class    in2reg

Detailed routing
  DR DRC count    0
  Routed vias    ~29k
  Routed vias/inst    between 5 and 6
  Routed wirelength normalized by instance count    15.26 um
  Routed Wire Length    86280 um
  Violation count after the first detailed-routing iteration    about 1.6k
  Antenna-violating nets left    0
  Initial DRT Pass Iterations    4

Logic synthesis
  Number of flip-flops and latches in the synthesized netlist    1206
  Post-synth top area cell    sky130_fd_sc_hd__edfxtp_1
  Post-synth area from yosys stat    47440 um^2
  Primary FF master, synth    sky130_fd_sc_hd__dfxtp_1
  Most instantiated library cell after synthesis    sky130_fd_sc_hd__nor2_1
  Number of cells produced by synthesis    4106
  Number of standard cells reported by yosys    4106
  Post-synthesis cell type count    roughly 63
  Mean instance size in the synthesized netlist    ~12 um^2
  Post-synthesis async set-or-reset flop share    0
  Syn Std Cell Area    47440 um^2
  Number of flops mapped to enable cells by yosys    531
  Ranking of synthesized cells by instance count    sky130_fd_sc_hd__nor2_1 (713), sky130_fd_sc_hd__dfxtp_1 (675), sky130_fd_sc_hd__edfxtp_1 (531)
  Largest cells by area    sky130_fd_sc_hd__edfxtp_1 (34%), sky130_fd_sc_hd__dfxtp_1 (28%), sky130_fd_sc_hd__xor2_1 (6.6%), sky130_fd_sc_hd__nor2_1 (5.6%), sky130_fd_sc_hd__xnor2_1 (3.2%)
  Seq share, synth    0.6210
  Top-area cell type share of the netlist area    0.3361
  Warning count from the yosys run    20

Final layout
  FF/Latch Area    29460 um^2
  Logic area    ~17000 um^2
  Tally of filler cells in the layout    roughly 7.6k
  Layout cell share with drive strength beyond 1    0.07141
  Area added between synthesis and finish    14.39%

Placed design
  Weighted congestion at the end of routability-driven global placement    ~0.85
  I/O Buffers    97
  Post-placement setup slack    slightly below 0.9 ns
  Estimated wirelength of the detail-placed design    between 50000 and 60000 um

Run
  OpenROAD warning count    65
  Maximum capacitance violations    0

Worst hold path
  Worst min-delay path category    reg2reg

Outcome
  Run status    complete, no violations
-- layer usage --
layer  vias up  part of all wire  GRT usage
met1     13270              0.46     0.3138
met5         -           0.00016          0
met2       510              0.44     0.2823
met3       157             0.073    0.06561
li1      14730                 -          -
met4         4             0.024    0.04067
-- stage by stage --
| step | instance area (um^2) | instances | utilization | hold slack (ns) | total power [W] |
|---|---|---|---|---|---|
| floorplan | 47440 | 4106 | - | 0.3096 | 0.006299 |
| global placement | 50010 | 5421 | 0.5342 | 0.3098 | 0.006485 |
| detailed placement | 50010 | 5421 | 0.5342 | 0.3121 | 0.006492 |
| CTS | 54260 | 5651 | 0.5797 | 0.3245 | 0.01163 |
| global route | 54260 | 5651 | 0.5797 | 0.3287 | 0.01196 |
| finish | 54260 | 5652 | 0.5797 | 0.3232 | 0.01149 |
-- power groups by stage --
stage	logic (W)	clock network, W	registers, W
finish	0.000568	0.00512	0.00580
global route	0.000670	0.00547	0.00582
CTS	0.000582	0.00525	0.00580
-- worst paths after layout --
kind / start / endpoint / slack (ns) / cells past startpoint
hold reg to reg: flip-flop / flip-flop / 0.32 / 0
setup / recovery: MUAFR_MISO_P[9] / cnt_kz_signal_P[7]$_SDFFCE_PN0P_ / 1.56 / 18
hold / removal: flip-flop / flip-flop / 0.32 / 0
setup reg to reg: j[3]$_SDFFE_PN0P_ / cnt_kz_signal_P[7]$_SDFFCE_PN0P_ / 2.72 / 17
-- critical path: cells and delay by family --
family / cells / cell delay [ns]
and+or+nand+nor: 2 / 0.79
AOI/OAI and AO/OA: 4 / 1.22
buffers and inverters: 4 / 0.85
xor gates and xnor gates: 1 / 0.26
muxes: 1 / 0.55
adders and majority gates: 6 / 2.42
-- cell families after synthesis --
kind of cell / after synthesis / synth area share
XOR/XNOR: 532 / 0.09822
multiplexers: 88 / 0.03308
buffers and inverters: 188 / 0.01572
flip-flops: 1206 / 0.6210
adder cells (fa/ha/maj): 114 / 0.03197
AND-OR/OR-AND: 284 / 0.03643
AND/OR/NAND/NOR: 1694 / 0.1636
-- layout by cell type (no fill, tap or decap), types with 104 or more instances in the layout --
cell,count
sky130_fd_sc_hd__nor2_1,713
sky130_fd_sc_hd__dfxtp_1,673
sky130_fd_sc_hd__edfxtp_1,531
sky130_fd_sc_hd__xor2_1,359
sky130_fd_sc_hd__nand2_1,331
sky130_fd_sc_hd__xnor2_1,173
sky130_fd_sc_hd__nand3_1,157
sky130_fd_sc_hd__and3_1,131
sky130_fd_sc_hd__clkbuf_16,130
sky130_fd_sc_hd__nand4_1,104
-- area by class of cell --
| type | instances | share of cell area |
|---|---|---|
| Sequential cell | 1206 | 0.5429 |
| Multi-Input combinational cell | 2712 | 0.3178 |
| Clock buffer | 178 | 0.06641 |
| Tap cell | 1254 | 0.02891 |
| Timing Repair Buffer | 145 | 0.02467 |
| Clock inverter | 52 | 0.01197 |
| Inverter | 104 | 0.007240 |
| Antenna cell | 1 | 0.00004611 |
Power is estimated from default activity; no workload was simulated.
